## config.mk

```make
export PLATFORM = sky130hd
export DESIGN_NAME = mac8
export DESIGN_NICKNAME = mac8
export VERILOG_FILES = /design/flow/design.v
export SDC_FILE = /design/flow/constraint.sdc
export NUM_CORES = 4
export LEC_CHECK = 1
export CORE_AREA = 10 10 140 140
export DIE_AREA = 0 0 150 150
export SYNTH_HDL_FRONTEND = slang
export SYNTH_MEMORY_MAX_BITS = 65536
```

## design.v

```verilog
module MAC(
	input signed [7:0] in1,
	input signed [7:0] in2,
	input macc_clear,
	input clk,
	output reg signed [18:0] out = 0);
wire signed [18:0] D;
assign D = (macc_clear == 1'b1) ? in1 * in2 : ((in1 * in2) + out);
always @(posedge clk) begin
	out <= D;
end
endmodule
module buffer8(
	input signed [18:0] mac_out1,
	input signed [18:0] mac_out2,
	input signed [18:0] mac_out3,
	input signed [18:0] mac_out4,
	input signed [18:0] mac_out5,
	input signed [18:0] mac_out6,
	input signed [18:0] mac_out7,
	input signed [18:0] mac_out8,
	input [10:0] clock_count,
	input clk,
	output reg signed [18:0] out, out2);
reg signed [18:0] buffer1, buffer2, buffer3, buffer4, buffer5, buffer6, buffer7;
always @(posedge clk) begin
	out <= mac_out1;
	out2 <= mac_out2;
	if (clock_count % 8 == 1 && clock_count != 1) begin
		buffer1 <= mac_out3;
		buffer2 <= mac_out4;
		buffer3 <= mac_out5;
		buffer4 <= mac_out6;
		buffer5 <= mac_out7;
		buffer6 <= mac_out8;
	end
	if (clock_count % 8 == 2 && clock_count != 2) begin
		out <= buffer1;
		out2 <= buffer2;
	end if (clock_count % 8 == 3 && clock_count != 3) begin
		out <= buffer3;
		out2 <= buffer4;
	end if (clock_count % 8 == 4 && clock_count != 4) begin
		out <= buffer5;
		out2 <= buffer6;
	end
end
endmodule
module dual_port1_RAM
#(
    parameter file = "", parameter size = 8
)
(
    input wire clk,
    input wire we1, we2,
    input wire [5:0] addr1, addr2,
    input wire [size-1:0] din1, din2,
    output reg signed [size-1:0] dout1, dout2
);
reg signed [18:0] mem[63:0];
always @(posedge clk)
begin
    if (we1 == 1) begin
        mem[addr1] <= din1;
	 end
	 dout1 <= mem[addr1];
	 if (we2 == 1) begin
        mem[addr2] <= din2;
	 end
	 dout2 <= mem[addr2];
end
initial
begin
	if (file != "")
		begin
			$readmemb(file, mem);
		end
end
endmodule 
module dual_port_RAM
#(
    parameter file = "", parameter size = 8
)
(
    input wire clk,
    input wire we1, we2,
    input wire [5:0] addr1, addr2,
    input wire [size-1:0] din,
    output reg signed [size-1:0] dout1, dout2
);
reg signed [18:0] mem[63:0];
always @(posedge clk)
begin
    if (we1 == 1) begin
        mem[addr1] <= din;
	 end
	 dout1 <= mem[addr1];
	 if (we2 == 1) begin
        mem[addr2] <= din;
	 end
	 dout2 <= mem[addr2];
end
initial
begin
	if (file != "")
		begin
			$readmemb(file, mem);
		end
end
endmodule 
module mac8(
	input clk, start, reset,
	output reg done,
	output reg [10:0] clock_count,
	output reg [5:0] idx_a1, idx_a2, idx_a3, idx_a4, idx_a5, idx_a6, idx_a7, idx_a8,
	output reg [5:0] idx_c1, idx_c2, idx_b,
	output reg we_c, macc_clear,
	output signed[7:0] out_a1, out_a2, out_a3, out_a4, out_a5, out_a6, out_a7, out_a8,
	output signed [7:0] out_b,
	output signed [18:0] mac_out1, mac_out2, mac_out3, mac_out4,
	output signed [18:0] mac_out5, mac_out6, mac_out7, mac_out8, buff_out1, buff_out2
	);
reg [5:0] idx_a1_c, idx_a2_c, idx_a3_c, idx_a4_c, idx_a5_c, idx_a6_c, idx_a7_c, idx_a8_c;
reg [5:0] idx_b_c, idx_c1_c, idx_c2_c;
reg [10:0] clock_count_c;
reg we_c_c, done_c, macc_clear_c, state_c;
reg signed [7:0] in_a;
reg signed [7:0] in_b;
reg we_a1, we_a2, we_b;
localparam [1:0] 
    IDLE = 0,
    RUNNING = 1;
reg state;
wire signed [18:0] out_c;
dual_port_RAM #("ram_a_init.txt") row01(.clk(clk), .we1(we_a1), .we2(we_a2), .addr1(idx_a1), .addr2(idx_a2), .din(in_a), .dout1(out_a1), .dout2(out_a2));
dual_port_RAM #("ram_a_init.txt") row23(.clk(clk), .we1(we_a1), .we2(we_a2), .addr1(idx_a3), .addr2(idx_a4), .din(in_a), .dout1(out_a3), .dout2(out_a4));
dual_port_RAM #("ram_a_init.txt") row45(.clk(clk), .we1(we_a1), .we2(we_a2), .addr1(idx_a5), .addr2(idx_a6), .din(in_a), .dout1(out_a5), .dout2(out_a6));
dual_port_RAM #("ram_a_init.txt") row67(.clk(clk), .we1(we_a1), .we2(we_a2), .addr1(idx_a7), .addr2(idx_a8), .din(in_a), .dout1(out_a7), .dout2(out_a8));
single_port_RAM #("ram_b_init.txt") readb(.clk(clk), .we(we_b), .addr(idx_b), .din(in_b), .dout(out_b));
dual_port1_RAM #(
	.file(""),
	.size(19)
	)
	RAMOUTPUT(.clk(clk), .we1(we_c), .we2(we_c), .addr1(idx_c1), .addr2(idx_c2), .din1(buff_out1), .din2(buff_out2), .dout1(out_c), .dout2(out_c));
MAC mac1(.in1(out_a1), .in2(out_b), .macc_clear(macc_clear), .clk(clk), .out(mac_out1));
MAC mac2(.in1(out_a2), .in2(out_b), .macc_clear(macc_clear), .clk(clk), .out(mac_out2));
MAC mac3(.in1(out_a3), .in2(out_b), .macc_clear(macc_clear), .clk(clk), .out(mac_out3));
MAC mac4(.in1(out_a4), .in2(out_b), .macc_clear(macc_clear), .clk(clk), .out(mac_out4));
MAC mac5(.in1(out_a5), .in2(out_b), .macc_clear(macc_clear), .clk(clk), .out(mac_out5));
MAC mac6(.in1(out_a6), .in2(out_b), .macc_clear(macc_clear), .clk(clk), .out(mac_out6));
MAC mac7(.in1(out_a7), .in2(out_b), .macc_clear(macc_clear), .clk(clk), .out(mac_out7));
MAC mac8(.in1(out_a8), .in2(out_b), .macc_clear(macc_clear), .clk(clk), .out(mac_out8));
buffer8 buff(.mac_out1(mac_out1), .mac_out2(mac_out2), .mac_out3(mac_out3), .mac_out4(mac_out4), .mac_out5(mac_out5), .mac_out6(mac_out6), .mac_out7(mac_out7), .mac_out8(mac_out8), .clock_count(clock_count), .clk(clk), .out(buff_out1), .out2(buff_out2));
initial begin
	idx_a1 = 0;
	idx_a2 = 1;
	idx_a3 = 2;
	idx_a4 = 3;
	idx_a5 = 4;
	idx_a6 = 5;
	idx_a7 = 6;
	idx_a8 = 7;
	idx_b = 0;
	idx_c1 = 0;
	idx_c2 = 1;
	state = 0;
	done = 0;
	clock_count = 0;
	macc_clear = 1;
	we_c = 0;
end
always @(posedge clk)
begin
	if(reset)  
        begin
        clock_count <= 0;
        state <= IDLE;
		  done <= 0;
        end
    else  
        begin
        clock_count <= clock_count_c;
        state <= state_c;
		  done <= done_c;
		  idx_c1 <= idx_c1_c;
		  idx_c2 <= idx_c2_c;
		  idx_b <= idx_b_c;
		  idx_a1 <= idx_a1_c;
		  idx_a2 <= idx_a2_c;
		  idx_a3 <= idx_a3_c;
		  idx_a4 <= idx_a4_c;
		  idx_a5 <= idx_a5_c;
		  idx_a6 <= idx_a6_c;
		  idx_a7 <= idx_a7_c;
		  idx_a8 <= idx_a8_c;
		  macc_clear <= macc_clear_c;
		  we_c <= we_c_c;
        end
end
always @(*) begin
	state_c = state;
	clock_count_c = clock_count;
	idx_a1_c = idx_a1;
	idx_a2_c = idx_a2;
	idx_a3_c = idx_a3;
	idx_a4_c = idx_a4;
	idx_a5_c = idx_a5;
	idx_a6_c = idx_a6;
	idx_a7_c = idx_a7;
	idx_a8_c = idx_a8;
	idx_b_c = idx_b;
	idx_c1_c = idx_c1;
	idx_c2_c = idx_c2;
	we_c_c = we_c;
	macc_clear_c = macc_clear;
	case (state)
		IDLE: begin
			if (start) begin
					state_c = RUNNING;
					done_c = 0;
					macc_clear_c = 0;
			end
			else begin
					state_c = IDLE;
					done_c = 0;
			end
		end
		RUNNING: begin
			if (clock_count == 69) begin
				done_c = 1;
				state_c = IDLE;
			end else if (clock_count == 0) begin
				idx_c1_c = idx_c1;
				idx_c2_c = idx_c2;
				macc_clear_c = 1;
				idx_a1_c = idx_a1 + 8;
				idx_a2_c = idx_a2 + 8;
				idx_a3_c = idx_a3 + 8;
				idx_a4_c = idx_a4 + 8;
				idx_a5_c = idx_a5 + 8;
				idx_a6_c = idx_a6 + 8;
				idx_a7_c = idx_a7 + 8;
				idx_a8_c = idx_a8 + 8;
				idx_b_c = idx_b + 1;
			end else begin
				if (clock_count % 8 == 7) begin
					idx_a1_c = 0;
					idx_a2_c = 1;
					idx_a3_c = 2;
					idx_a4_c = 3;
					idx_a5_c = 4;
					idx_a6_c = 5;
					idx_a7_c = 6;
					idx_a8_c = 7;
					idx_b_c = idx_b + 1;
				end else begin
					idx_a1_c = idx_a1 + 8;
					idx_a2_c = idx_a2 + 8;
					idx_a3_c = idx_a3 + 8;
					idx_a4_c = idx_a4 + 8;
					idx_a5_c = idx_a5 + 8;
					idx_a6_c = idx_a6 + 8;
					idx_a7_c = idx_a7 + 8;
					idx_a8_c = idx_a8 + 8;
					idx_b_c = idx_b + 1;
					we_c_c = 0;
					if(clock_count % 8 == 0) begin
						macc_clear_c = 1;
					end else begin
						macc_clear_c = 0;
					end
				end
				if (clock_count >= 10) begin
					idx_c1_c = idx_c1 + 2;
					idx_c2_c = idx_c2 + 2;
					we_c_c = 1;
					if (clock_count % 8 >= 5 | clock_count % 8 == 0) begin
						idx_c1_c = idx_c1;
						idx_c2_c = idx_c2;
						we_c_c = 0;
					end
				end else begin
					idx_c1_c = idx_c1;
					idx_c2_c = idx_c2;
					if (clock_count >= 9) begin
						we_c_c = 1;
					end else begin
						we_c_c = 0;
					end
				end
			end
			clock_count_c = clock_count + 1;
		end
	endcase
end
endmodule
module single_port_RAM
#(
    parameter file = "", parameter size = 8
)
(
    input wire clk,
    input wire we,
    input wire [5:0] addr,
    input wire signed [size-1:0] din,
    output reg signed [size-1:0] dout
);
reg signed [18:0] mem[63:0];
always @(posedge clk)
begin
    if (we == 1)  
        mem[addr] <= din;
	 dout <= mem[addr];
end
initial
begin
	if (file != "")
		begin
			$readmemb(file, mem);
		end
end
endmodule 
```

## run.sh

```bash
#!/bin/bash
# OpenROAD 26Q1-2900-gdf79404cd8, Yosys 0.63+post, stock flow scripts
make -C /OpenROAD-flow-scripts/flow DESIGN_CONFIG=/design/flow/config.mk WORK_HOME=/design/flow/orfs finish
```

## constraint.sdc

```tcl
current_design mac8

set clk_period 2.9
set clk_io_pct 0.2

create_clock -name clk0 -period $clk_period [get_ports {clk}]

set non_clock_inputs [all_inputs -no_clocks]
set_input_delay [expr $clk_period * $clk_io_pct] -clock clk0 $non_clock_inputs
set_output_delay [expr $clk_period * $clk_io_pct] -clock clk0 [all_outputs]
```

==> impl_metrics.env <==
# source this file to load flow results
export IMPL_p_per_area_nw_per_um2=367
export IMPL_timing_rr_start="clock_count[5]"
export IMPL_p_leak_nw=2.17
export IMPL_cp_cell_sequence="or4_1, or3_4, o31ai_1, inv_1, buf_12"
export IMPL_gp_congestion=0.798
export IMPL_wl_per_cell_microns=12.4
export IMPL_hold_class="register to register"
export IMPL_cts_tree="done"
export IMPL_p_int_mw=1.32
export IMPL_grt_overflow=0
export IMPL_dp_slack_ns=0.586
export IMPL_hold_viol=0
export IMPL_comb_power_share_pct=10.3
export IMPL_core_area_sq_um=16600
export IMPL_crit_type="register to register"
export IMPL_synth_logic_top_family="buffers and inverters"
export IMPL_numCtsBuffers=5
export IMPL_antenna_found_initial=0
export IMPL_path_delay_family="simple AND/OR/NAND/NOR gates"
export IMPL_setup_tns_ns=0
export IMPL_cp_required_ns=2.94
export IMPL_slew_violations=0
export IMPL_rsz0062_at_grt="no"
export IMPL_hp_start="clock_count[10]"
export IMPL_avgSynthCellArea_sq_um=9.65
export IMPL_holdPathStages=2
export IMPL_die_width_microns=150
export IMPL_period_needed_ns=2.32
export IMPL_stdcell_area_sq_um=4680
export IMPL_p_sw_mw=0.397
export IMPL_grt_pass1_vias=2596
export IMPL_p_seq_share_pct=54.2
export IMPL_first_pass_iters=4
export IMPL_syn_instance_count=488
export IMPL_min_to="clock_count[10]"
export IMPL_htree_levels=2
export IMPL_hold_buffers=0
export IMPL_cts_path_max_buffers=2
export IMPL_startpoint_type="register"
export IMPL_drv_cap=0
export IMPL_cts_root_buffer_cell="clkbuf_16"
export IMPL_status="finished, final reports clean"
export IMPL_drt_total_wl_microns=9500
export IMPL_yosys_area_sq_um=4710
export IMPL_ant_nets=0
export IMPL_yosysCellCount=488
export IMPL_fin_skew_ns=0.00908
export IMPL_setup_slack_ns=0.577
export IMPL_layout_cells_most_common="conb_1"
export IMPL_swShare_pct=23.1
export IMPL_remaining_drc_errors=0
export IMPL_portBuffers=68
export IMPL_untimed_endpoints=1
export IMPL_warnings=28
export IMPL_synth_area_sq_um=4710
export IMPL_max_freq_ghz=0.431
export IMPL_fa_ha_area_share_pct=4.25
export IMPL_synthSimpleGateAreaFrac_pct=8.21
export IMPL_layout_drive_gt1_share_pct=2.93
export IMPL_diodes=0
export IMPL_rows=47
export IMPL_ys_types=37
export IMPL_p_total_mw=1.72
export IMPL_post_cts_buffers=0
export IMPL_ys_warn_count=19
export IMPL_placedCellCount=759
export IMPL_ys_flops=57
export IMPL_post_dp_cell_area_sq_um=4530
export IMPL_clock_latency_ns=0.29
export IMPL_worstSetupEndpointType="register"
export IMPL_grt_pass1_wl_microns=13800
export IMPL_r2r_cells=5
export IMPL_ys_sh_aoi_pct=1.73
export IMPL_fin_crit_sh_pct=80.1
export IMPL_pwr_share_clk_pct=35.5
export IMPL_holdWs_ns=0.540
export IMPL_nFillCells=1739
export IMPL_die_h_microns=150
export IMPL_unclocked_regs=1
export IMPL_vias=2344
export IMPL_cp_slowest_cell="or4_1"
export IMPL_worstPathMaxFanout=30
export IMPL_drt_first_iter_violations=103
export IMPL_mux_area_share_pct=0.425
export IMPL_num_io_pins=345
export IMPL_die_area_sq_um=22500
export IMPL_post_cts_resized=0
export IMPL_grt_max_degree=31
export IMPL_vdd_ir_drop_worst_uv=268
export IMPL_fp_util_pct=28.4
export IMPL_timing_rr_end="idx_a2[3]"
export IMPL_areaGrowthSynthToFinish_pct=-0.585
export IMPL_clk_pin_slew_ns=0.08
export IMPL_synthXorXnorAreaFrac_pct=4.84
export IMPL_critPathBufInv=2
export IMPL_reg2reg_slack_ns=0.58
export IMPL_vias_per_cell=3.06
export IMPL_finalNonFillerCells=767
export IMPL_most_common_layout_cells="conb_1, clkdlybuf4s50_1, edfxtp_1"
export IMPL_arrival_ns=2.37
export IMPL_track_usage_pct=7.48
export IMPL_dp_hpwl_microns=8100
export IMPL_slowest_delay_ns=0.56
export IMPL_post_route_util_pct=28.2
export IMPL_finalSetupViolations=0
-- worst register-to-register path: cells and delay by family, from the launching register on --
family | cells | cell delay (ns)
AOI/OAI and AO/OA | 1 | 0.42
buffers and inverters | 2 | 0.34
DFF | 1 | 0.36
and+or+nand+nor | 2 | 0.94
-- power groups by stage --
stage | clock, mW | combinational, mW | sequential (mW)
global route | 0.658 | 0.218 | 0.937
finish | 0.609 | 0.176 | 0.931
CTS | 0.626 | 0.190 | 0.931
-- final cells by class --
class,instances,area [sq um],share of cell area (%)
flip-flops and latches,57,1570,33.5
repair buffers,70,708,15.1
multi-input cells,405,1950,41.7
inverters,7,26.3,0.561
well taps,220,275,5.88
clock inverters,3,27.5,0.588
clock buffers,5,125,2.67
-- kinds of logic after synthesis --
family / Yosys count
xor+xnor: 26
buf+inv: 301
latches: 1
fa+ha+maj: 16
other cells: 1
simple gates: 74
flops: 56
compound gates: 11
mux: 2
-- worst max-delay path by stage --
stage         startpoint         to  slack [ns]  cells after the start
4_1_cts   clock_count[5]   idx_b[5]        0.57                      5
5_1_grt   clock_count[5]  idx_a7[3]        0.48                      5
6_report  clock_count[5]  idx_a2[3]        0.58                      5
-- state kept, by name, indices dropped and copies added, names as in the netlist, 3 cells and up --
name	cells
clock_count	11
idx_b	6
idx_c1	5
idx_c2	5
idx_a8	4
idx_a1	3
idx_a2	3
idx_a3	3
idx_a4	3
idx_a5	3
idx_a6	3
idx_a7	3
-- cells in the mapped netlist (all sizes together) --
cell type / n / area, sq um
a21boi: 1 / 7.51
a21oi: 3 / 15.0
a22oi: 1 / 7.51
and2: 1 / 6.26
and2b: 4 / 30.0
and3: 1 / 6.26
and4: 3 / 26.3
buf: 289 / 2180
clkbuf: 5 / 18.8
conb: 1 / 3.75
dfxtp: 13 / 260
dlxtp: 1 / 15.0
edfxtp: 43 / 1290
ha: 16 / 200
inv: 7 / 26.3
mux2i: 2 / 20.0
nand2: 6 / 22.5
nand2b: 1 / 6.26
nand3: 9 / 45.0
nand4: 2 / 12.5
nor2: 30 / 113
nor2b: 5 / 36.3
nor3: 4 / 20.0
nor3b: 1 / 7.51
nor4b: 1 / 8.76
o21ai: 3 / 18.8
o31a: 1 / 17.5
o31ai: 2 / 15.0
or3: 4 / 30.0
or3b: 1 / 8.76
or4: 1 / 7.51
xnor2: 18 / 158
xor2: 8 / 70.1
-- routing by layer --
| layer | global-route usage (%) | wire (microns) |
|---|---|---|
| met5 | 0 | 0 |
| met4 | 0.826 | 110 |
| met3 | 2.94 | 1010 |
| met2 | 14.1 | 5080 |
| met1 | 7.84 | 3300 |
Power figures rest on the tool's default switching activity, not on a simulated workload.
