==> /design/flow/design.v <==
module MAC(
	input signed [7:0] in1,
	input signed [7:0] in2,
	input macc_clear,
	input clk,
	output reg signed [18:0] out = 0);
wire signed [18:0] D;
assign D = (macc_clear == 1'b1) ? in1 * in2 : ((in1 * in2) + out);
always @(posedge clk) begin
	out <= D;
end
endmodule
module buffer (
	input signed [18:0] mac_out1,
	input signed [18:0] mac_out2,
	input [10:0] clock_count,
	input clk,
	output reg signed [18:0] out);
reg signed [18:0] buffer;
always @(posedge clk) begin
	out <= mac_out1;
	if (clock_count % 8 == 1 && clock_count != 1) begin
		buffer <= mac_out2;
	end
	if (clock_count % 8 == 2 && clock_count != 2) begin
		out <= buffer;
	end
end
endmodule
module dual_port_RAM
#(
    parameter file = "", parameter size = 8
)
(
    input wire clk,
    input wire we1, we2,
    input wire [5:0] addr1, addr2,
    input wire [size-1:0] din,
    output reg signed [size-1:0] dout1, dout2
);
reg signed [18:0] mem[63:0];
always @(posedge clk)
begin
    if (we1 == 1) begin
        mem[addr1] <= din;
	 end
	 dout1 <= mem[addr1];
	 if (we2 == 1) begin
        mem[addr2] <= din;
	 end
	 dout2 <= mem[addr2];
end
initial
begin
	if (file != "")
		begin
			$readmemb(file, mem);
		end
end
endmodule 
module mac2(
	input clk,
	input start,
	input reset,
	output reg done,
	output reg [10:0] clock_count,
	output reg [5:0] idx_c, idx_b, idx_a1, idx_a2,
	output reg we_c, macc_clear,
	output signed[7:0] out_a1, out_a2, out_b,
	output signed [18:0] mac_out1, mac_out2, buff_out
	);
reg [5:0] idx_a1_c;
reg [5:0] idx_a2_c;
reg [5:0] idx_b_c;
reg [5:0] idx_c_c;
wire signed [18:0] out_c;
reg [10:0] clock_count_c;
reg we_c_c, done_c, macc_clear_c, state_c;
reg signed [7:0] in_a1, in_a2, in_b;
reg we_a1, we_a2, we_b;
localparam [1:0] 
    IDLE = 0,
    RUNNING = 1;
reg state;
dual_port_RAM #("ram_a_init.txt") reada(
	.clk(clk),
	.we1(we_a1),
	.we2(we_a2),
	.addr1(idx_a1),
	.addr2(idx_a2),
	.din(in_a1),
	.dout1(out_a1),
	.dout2(out_a2)
);
single_port_RAM #("ram_b_init.txt") readb(
	.clk(clk),
	.we(we_b),
	.addr(idx_b),
	.din(in_b),
	.dout(out_b)
);
single_port_RAM #(
	.file(""),
	.size(19)
	)
	RAMOUTPUT(
	.clk(clk),
	.we(we_c),
	.addr(idx_c),
	.din(buff_out),
	.dout(out_c)
);
MAC mac1(
  .in1(out_a1),
  .in2(out_b),
  .macc_clear(macc_clear),
  .clk(clk),
  .out(mac_out1)
);
MAC mac2(
  .in1(out_a2),
  .in2(out_b),
  .macc_clear(macc_clear),
  .clk(clk),
  .out(mac_out2)
);
buffer buff(
	.mac_out1(mac_out1),
	.mac_out2(mac_out2),
	.clock_count(clock_count),
	.clk(clk),
	.out(buff_out)
);
initial begin
	idx_a1 = 0;
	idx_a2 = 1;
	idx_b = 0;
	idx_c = 0;
	state = 0;
	done = 0;
	clock_count = 0;
	macc_clear = 1;
	we_c = 0;
end
always @(posedge clk)
begin
	if(reset)  
        begin
        clock_count <= 0;
        state <= IDLE;
		  done <= 0;
        end
    else  
        begin
        clock_count <= clock_count_c;
        state <= state_c;
		  done <= done_c;
		  idx_c <= idx_c_c;
		  idx_b <= idx_b_c;
		  idx_a1 <= idx_a1_c;
		  idx_a2 <= idx_a2_c;
		  macc_clear <= macc_clear_c;
		  we_c <= we_c_c;
        end
end
always @(*) begin
	state_c = state;
	clock_count_c = clock_count;
	idx_a1_c = idx_a1;
	idx_a2_c = idx_a2;
	idx_b_c = idx_b;
	idx_c_c = idx_c;
	we_c_c = we_c;
	macc_clear_c = macc_clear;
	case (state)
		IDLE: begin
			if (start) begin
					state_c = RUNNING;
					done_c = 0;
					macc_clear_c = 0;
			end
			else begin
					state_c = IDLE;
					done_c = 0;
			end
		end
		RUNNING: begin
				if (clock_count == 259) begin
					done_c = 1;
					state_c = IDLE;
				end else if (clock_count == 0) begin
					idx_c_c = idx_c;
					macc_clear_c = 1;
					idx_a1_c = idx_a1 + 8;
					idx_a2_c = idx_a2 + 8;
					idx_b_c = idx_b + 1;
				end else begin
					if (clock_count % 8 == 7) begin
						idx_a1_c = idx_a1 - 54;
						idx_a2_c = idx_a2 - 54;
						idx_b_c = idx_b - 7;
						if (clock_count % 32 == 31) begin
							idx_a1_c = 0;
							idx_a2_c = 1;
							idx_b_c = idx_b + 1;
						end
					end else begin
						idx_a1_c = idx_a1 + 8;
						idx_a2_c = idx_a2 + 8;
						idx_b_c = idx_b + 1;
						if(clock_count % 8 == 0) begin
							macc_clear_c = 1;
						end else begin
							macc_clear_c = 0;
						end
						if ((clock_count % 8 == 1 && clock_count != 1) | (clock_count % 8 == 2 && clock_count != 2)) begin
								we_c_c = 1;
						end else begin
								we_c_c = 0;
						end
						if ((clock_count % 8 == 2 && clock_count != 2) | clock_count % 8 == 3 && clock_count != 3) begin
							idx_c_c = idx_c + 1;
						end else begin
							idx_c_c = idx_c;
						end
					end
				end
				clock_count_c = clock_count + 1;
			end
		endcase
end
endmodule
module single_port_RAM
#(
    parameter file = "", parameter size = 8
)
(
    input wire clk,
    input wire we,
    input wire [5:0] addr,
    input wire signed [size-1:0] din,
    output reg signed [size-1:0] dout
);
reg signed [18:0] mem[63:0];
always @(posedge clk)
begin
    if (we == 1)  
        mem[addr] <= din;
	 dout <= mem[addr];
end
initial
begin
	if (file != "")
		begin
			$readmemb(file, mem);
		end
end
endmodule 
==> /design/flow/run.sh <==
#!/bin/bash
# OpenROAD 26Q1-2900-gdf79404cd8, Yosys 0.63+post, stock flow scripts
make -C /OpenROAD-flow-scripts/flow DESIGN_CONFIG=/design/flow/config.mk WORK_HOME=/design/flow/orfs finish
==> /design/flow/config.mk <==
export PLATFORM = sky130hd
export DESIGN_NAME = mac2
export DESIGN_NICKNAME = mac2
export VERILOG_FILES = /design/flow/design.v
export SDC_FILE = /design/flow/constraint.sdc
export NUM_CORES = 4
export LEC_CHECK = 1
export CORE_AREA = 10 10 110 110
export DIE_AREA = 0 0 120 120
export SYNTH_HDL_FRONTEND = slang
==> /design/flow/constraint.sdc <==
current_design mac2

set clk_period 4.5
set clk_io_pct 0.2

create_clock -name clk0 -period $clk_period [get_ports {clk}]

set non_clock_inputs [all_inputs -no_clocks]
set_input_delay [expr $clk_period * $clk_io_pct] -clock clk0 $non_clock_inputs
set_output_delay [expr $clk_period * $clk_io_pct] -clock clk0 [all_outputs]
==> reports/qor.yml <==
clock_tree:
  cts_tree: "built"
  cts-root-buf: "clkbuf_8"
  cts.repair.resized: 0
  holdBufCountCts: 0
  clock_path_buffers: 2
  cts_buffers: 5
  clkTransAtPathRegs_ps: 80
  htreeDepth: 2
  clk_latency_ps: 290
  post_cts_buffers: 0
sta:
  fin_skew_ps: 12.9
  fmax_mhz: 396
  maxSlewViolCount: 0
  worstMarginPinSlew_ps: 587
  finalHoldViolCount: 0
  period_needed_ps: 2530
  unclocked_pins: 1
  grt_setup_unrepaired: "no"
  setup_viol: 0
  unconstrained_endpoints: 1
  slew_headroom: 0.607
  finalCritPeriodShare: 0.562
  fin_tns_setup_ps: 0
critical_path:
  regToRegEndpoint: "idx_a2[5]"
  crit_type: "input port to flop"
  ff2ff_path_depth: 8
  required_ps: 4500
  r2r_start: "clock_count[0]"
  end_kind: "flop"
  r2r_slack_ps: 2080
  cp-startpoint: "reset"
  critPathLaunchType: "input port"
  worstPathArrival_ps: 2520
  crit_fanout: 15
logic_synthesis:
  syn-cell-area_um2: 2620
  top_cell_area_share: 0.287
  yosys_warnings: 19
  yosys-top-cells-area: "edfxtp_1, buf_4, dfxtp_1"
  ys_ff: 39
  syn-mean-instance-area_um2: 10.0
  ys_cells: 262
  ys_chip_area_um2: 2620
  ys_types: 35
  top_area_cell: "edfxtp_1"
  syn_inst: 262
layout:
  logic_area_um2: 1230
  syn_to_final_growth_pct: 12.6
  num-fill-cells: 1027
  fin_util: 0.302
  drive_gt1_frac: 0.0458
  flop_area_um2: 1030
grt:
  gr-total-overflow: 0
  track_usage: 0.0697
  first_global_vias: 1765
  grt_max_degree: 16
  grt_first_pass_wirelength_mm: 8.53
  antenna_found_initial: 0
pwr:
  power_switching_mw: 0.159
  p_comb_frac: 0.089
  clkPwrFrac: 0.330
  ir_drop_uv: 90.0
  leakagePower_nw: 1.21
  p_int_mw: 0.518
  power.share.switching: 0.234
  power.density_nw_per_um2: 229
  seqPwrFrac: 0.582
route:
  viasPerCell: 3.79
  first_iter_violations: 52
  finalWirelength_mm: 5.34
  n_antenna_cell: 0
  antenna_left: 0
  route.detailed.drc: 0
  dr.pass1.iters: 5
  wl_per_cell_um: 12.2
  via_count: 1664
floorplan:
  dieWidth_um: 120
  initCoreUtil: 0.268
  rows: 36
  ios: 122
  core_um2: 9770
  die_area_um2: 14400
  die_y_um: 120
placed_design:
  detailed_place_hpwl_mm: 4.36
  place_congestion: 0.758
  port-buffer-count: 39
flow_run:
  tool_warnings: 31
  max-cap-violations: 0
hold_path:
  min_from: "clock_count[1]"
  holdPathStages: 2
  hp-class: "flop to flop"
  min_to: "clock_count[1]"
run_status:
  outcome: "completed"
-- flip-flops by register name (all words and copies together), names as in the netlist --
| signal | cells |
|---|---|
| state | 1 |
| idx_a2 | 6 |
| clock_count | 11 |
| idx_b | 6 |
| idx_c | 6 |
| done_c | 1 |
| macc_clear | 1 |
| we_c | 1 |
| idx_a1 | 5 |
| done | 1 |
-- layout make-up --
class | count | share of cell area
Multi-Input combinational cell | 207 | 0.416
Clock buffer | 5 | 0.0233
Timing Repair Buffer | 41 | 0.137
Inverter | 11 | 0.0140
Tap cell | 133 | 0.0564
Sequential cell | 39 | 0.348
Clock inverter | 3 | 0.00551
-- cell usage in the layout, fill, tap and decap left out, drive strengths merged, types with 5 or more instances in the layout --
cell,Yosys,layout
nand2,6,6
clkdlybuf4s50,0,39
dfxtp,13,13
nor3,7,7
conb,1,82
a21oi,6,6
nand4,6,6
nand3,6,6
xor2,7,7
o21ai,5,5
xnor2,11,11
edfxtp,25,25
ha,15,15
clkbuf,3,5
and3,7,7
nor2,15,15
inv,11,11
-- power by group through the flow --
| stage | combinational (mW) | clock [mW] | sequential (mW) |
|---|---|---|---|
| 4_1_cts | 0.0631 | 0.230 | 0.394 |
| 5_1_grt | 0.0714 | 0.245 | 0.396 |
| 6_report | 0.0599 | 0.223 | 0.394 |
-- synthesized netlist by cell type (all sizes together) --
cell     number
a211oi        1
o211ai        2
and2          2
a21oi         6
clkbuf        3
nand4         6
and3          7
nor2         15
nand2b        4
dfxtp        13
mux2i         4
ha           15
a311oi        1
a31oi         4
nand3b        2
a2111oi       1
xor2          7
conb          1
edfxtp       25
xnor2        11
a21o          1
nor4          2
o221a         1
nor3          7
nor2b         4
buf          83
o21ai         5
nand2         6
inv          11
or3           3
mux2          2
dlxtp         1
nand3         6
-- how the worst max path moves through the flow --
stage | end | slack, ps
4_1_cts | idx_c[0] | 1960
5_1_grt | idx_c[5] | 1850
6_report | idx_c[5] | 1970
-- worst max-delay path, stage by stage --
cell and delay [ps]:
clkdlybuf4s50_1 670, nand3b_1 380, a2111oi_1 340, buf_4 220
-- logic make-up after synthesis --
kind of cell,count (synthesis),synth area share
mux,6,0.0239
other cells,1,0.00143
simple gates,64,0.139
buf+inv,97,0.257
latches,1,0.00573
fa+ha+maj,15,0.0716
compound gates,22,0.0554
flops,38,0.386
xor+xnor,18,0.0602
-- per-stage QoR --
stage	hold slack (ps)	worst slack (ps)	std cells	instance area, µm²	power (mW)
4_1_cts	598	1960	439	2950	0.687
3_5_place_dp	582	1680	431	2870	0.464
6_report	596	1970	439	2950	0.677
3_3_place_gp	576	1710	431	2870	0.464
5_1_grt	622	1850	439	2950	0.712
2_1_floorplan	527	1910	343	2920	0.481
-- metal layers --
| metal | global-route usage | vias up | share of wire |
|---|---|---|---|
| met3 | 0.0267 | 6 | 0.084 |
| li1 | - | 812 | - |
| met2 | 0.121 | 68 | 0.48 |
| met1 | 0.0819 | 778 | 0.42 |
| met4 | 0.00980 | 0 | 0.016 |
| met5 | 0 | - | 0 |
Power is estimated from default activity; no workload was simulated.
