### ./config.mk
export PLATFORM = sky130hd
export DESIGN_NAME = mac3
export DESIGN_NICKNAME = mac3
export VERILOG_FILES = /design/flow/design.v
export SDC_FILE = /design/flow/constraint.sdc
export NUM_CORES = 4
export LEC_CHECK = 1
export CORE_UTILIZATION = 50
export SYNTH_HDL_FRONTEND = slang
### ./constraint.sdc
current_design mac3

set clk_period 3.7
set clk_io_pct 0.2

create_clock -name clk0 -period $clk_period [get_ports {clk}]

set non_clock_inputs [all_inputs -no_clocks]
set_input_delay [expr $clk_period * $clk_io_pct] -clock clk0 $non_clock_inputs
set_output_delay [expr $clk_period * $clk_io_pct] -clock clk0 [all_outputs]
### ./design.v
module MAC(
	input signed [7:0] in1,
	input signed [7:0] in2,
	input macc_clear,
	input clk,
	output reg signed [18:0] out = 0);
wire signed [18:0] D;
assign D = (macc_clear == 1'b1) ? in1 * in2 : ((in1 * in2) + out);
always @(posedge clk) begin
	out <= D;
end
endmodule
module buffer4(
	input signed [18:0] mac_out1,
	input signed [18:0] mac_out2,
	input signed [18:0] mac_out3,
	input signed [18:0] mac_out4,
	input [10:0] clock_count,
	input clk,
	output reg signed [18:0] out);
reg signed [18:0] buffer1, buffer2, buffer3;
always @(posedge clk) begin
	out <= mac_out1;
	if (clock_count % 8 == 1 && clock_count != 1) begin
		buffer1 <= mac_out2;
		buffer2 <= mac_out3;
		buffer3 <= mac_out4;
	end
	if (clock_count % 8 == 2 && clock_count != 2) begin
		out <= buffer1;
	end if (clock_count % 8 == 3 && clock_count != 3) begin
		out <= buffer2;
	end if (clock_count % 8 == 4 && clock_count != 4) begin
		out <= buffer3;
	end
end
endmodule
module dual_port_RAM
#(
    parameter file = "", parameter size = 8
)
(
    input wire clk,
    input wire we1, we2,
    input wire [5:0] addr1, addr2,
    input wire [size-1:0] din,
    output reg signed [size-1:0] dout1, dout2
);
reg signed [18:0] mem[63:0];
always @(posedge clk)
begin
    if (we1 == 1) begin
        mem[addr1] <= din;
	 end
	 dout1 <= mem[addr1];
	 if (we2 == 1) begin
        mem[addr2] <= din;
	 end
	 dout2 <= mem[addr2];
end
initial
begin
	if (file != "")
		begin
			$readmemb(file, mem);
		end
end
endmodule 
module mac3(
	input clk,
	input start,
	input reset,
	output reg done,
	output reg [10:0] clock_count,
	output reg [5:0] idx_c, idx_b1, idx_b2, idx_a1, idx_a2,
	output reg we_c, macc_clear,
	output signed[7:0] out_a1, out_a2, out_b1, out_b2,
	output signed [18:0] mac_out1, mac_out2, mac_out3, mac_out4, buff_out
	);
reg [5:0] idx_a1_c, idx_a2_c, idx_b1_c, idx_b2_c, idx_c_c;
wire signed [18:0] out_c;
reg [10:0] clock_count_c;
reg we_c_c, done_c, macc_clear_c, state_c;
reg signed [7:0] in_a1;
reg signed [7:0] in_b1;
reg we_a1, we_a2, we_b1, we_b2;
localparam [1:0] 
    IDLE = 0,
    RUNNING = 1;
reg state;
dual_port_RAM #("ram_a_init.txt") reada(
	.clk(clk),
	.we1(we_a1),
	.we2(we_a2),
	.addr1(idx_a1),
	.addr2(idx_a2),
	.din(in_a1),
	.dout1(out_a1),
	.dout2(out_a2)
);
dual_port_RAM #("ram_b_init.txt") readb(
	.clk(clk),
	.we1(we_b1),
	.we2(we_b2),
	.addr1(idx_b1),
	.addr2(idx_b2),
	.din(in_b1),
	.dout1(out_b1),
	.dout2(out_b2)
);
single_port_RAM #(
	.file(""),
	.size(19)
	)
	RAMOUTPUT(
	.clk(clk),
	.we(we_c),
	.addr(idx_c),
	.din(buff_out),
	.dout(out_c)
);
MAC mac1(
  .in1(out_a1),
  .in2(out_b1),
  .macc_clear(macc_clear),
  .clk(clk),
  .out(mac_out1)
);
MAC mac2(
  .in1(out_a2),
  .in2(out_b1),
  .macc_clear(macc_clear),
  .clk(clk),
  .out(mac_out2)
);
MAC mac3(
  .in1(out_a1),
  .in2(out_b2),
  .macc_clear(macc_clear),
  .clk(clk),
  .out(mac_out3)
);
MAC mac4(
  .in1(out_a2),
  .in2(out_b2),
  .macc_clear(macc_clear),
  .clk(clk),
  .out(mac_out4)
);
buffer4 buff(
	.mac_out1(mac_out1),
	.mac_out2(mac_out2),
	.mac_out3(mac_out3),
	.mac_out4(mac_out4),
	.clock_count(clock_count),
	.clk(clk),
	.out(buff_out)
);
initial begin
	idx_a1 = 0;
	idx_a2 = 1;
	idx_b1 = 0;
	idx_b2 = 8;
	idx_c = 0;
	state = 0;
	done = 0;
	clock_count = 0;
	macc_clear = 1;
	we_c = 0;
end
always @(posedge clk)
begin
	if(reset)  
        begin
        clock_count <= 0;
        state <= IDLE;
		  done <= 0;
        end
    else  
        begin
        clock_count <= clock_count_c;
        state <= state_c;
		  done <= done_c;
		  idx_c <= idx_c_c;
		  idx_b1 <= idx_b1_c;
		  idx_b2 <= idx_b2_c;
		  idx_a1 <= idx_a1_c;
		  idx_a2 <= idx_a2_c;
		  macc_clear <= macc_clear_c;
		  we_c <= we_c_c;
        end
end
always @(*) begin
	state_c = state;
	clock_count_c = clock_count;
	idx_a1_c = idx_a1;
	idx_a2_c = idx_a2;
	idx_b1_c = idx_b1;
	idx_b2_c = idx_b2;
	idx_c_c = idx_c;
	we_c_c = we_c;
	macc_clear_c = macc_clear;
	case (state)
		IDLE: begin
			if (start) begin
					state_c = RUNNING;
					done_c = 0;
					macc_clear_c = 0;
			end
			else begin
					state_c = IDLE;
					done_c = 0;
			end
		end
		RUNNING: begin
			if (clock_count == 133) begin
				done_c = 1;
				state_c = IDLE;
			end else if (clock_count == 0) begin
				idx_c_c = idx_c;
				macc_clear_c = 1;
				idx_a1_c = idx_a1 + 8;
				idx_a2_c = idx_a2 + 8;
				idx_b1_c = idx_b1 + 1;
				idx_b2_c = idx_b2 + 1;
			end else begin
				if (clock_count % 8 == 7) begin
					idx_a1_c = idx_a1 - 54;
					idx_a2_c = idx_a2 - 54;
					idx_b1_c = idx_b1 - 7;
					idx_b2_c = idx_b2 - 7;
					if (clock_count % 32 == 31) begin
						idx_a1_c = 0;
						idx_a2_c = 1;
						idx_b1_c = idx_b1 + 9;
						idx_b2_c = idx_b2 + 9;
					end
				end else begin
					idx_a1_c = idx_a1 + 8;
					idx_a2_c = idx_a2 + 8;
					idx_b1_c = idx_b1 + 1;
					idx_b2_c = idx_b2 + 1;
					if(clock_count % 8 == 0) begin
						macc_clear_c = 1;
					end else begin
						macc_clear_c = 0;
					end
					if ((clock_count % 8 == 1 && clock_count != 1) | (clock_count % 8 == 2 && clock_count != 2) | (clock_count % 8 == 4 && clock_count != 4) | (clock_count % 8 == 3 && clock_count != 3)) begin
						we_c_c = 1;
					end else begin
						we_c_c = 0;
					end
					if ((clock_count % 8 == 2 && clock_count != 2) | (clock_count % 8 == 4 && clock_count != 4)) begin
						idx_c_c = idx_c + 1;
					end else if (clock_count % 8 == 3 && clock_count != 3) begin
						idx_c_c = idx_c + 7;
					end else if (clock_count % 8 == 5 && clock_count != 5) begin
						if (idx_c == 15 | idx_c == 31 | idx_c == 47) begin
							idx_c_c = idx_c + 1;
						end else begin
							idx_c_c = idx_c - 7;
						end
					end else begin
						idx_c_c = idx_c;
					end
				end
			end
			clock_count_c = clock_count + 1;
		end
	endcase
end
endmodule
module single_port_RAM
#(
    parameter file = "", parameter size = 8
)
(
    input wire clk,
    input wire we,
    input wire [5:0] addr,
    input wire signed [size-1:0] din,
    output reg signed [size-1:0] dout
);
reg signed [18:0] mem[63:0];
always @(posedge clk)
begin
    if (we == 1)  
        mem[addr] <= din;
	 dout <= mem[addr];
end
initial
begin
	if (file != "")
		begin
			$readmemb(file, mem);
		end
end
endmodule 
### ./run.sh
#!/bin/bash
# OpenROAD 26Q1-2900-gdf79404cd8, Yosys 0.63+post, stock flow scripts
make -C /OpenROAD-flow-scripts/flow DESIGN_CONFIG=/design/flow/config.mk WORK_HOME=/design/flow/orfs finish
==> flow_summary_export.csv <==
group,metric,value,unit
clock_network,clock_path_buffers,2,
drt,n_antenna_cell,0,
place,gpl.final_weighted_congestion,0.847,
drt,met3_wirelength,342,um
floorplanning,chip_area,7600,um2
clock_network,clkSlewWorstSetupHoldPaths,0.08,ns
logic_synthesis,post_synth_edffs,31,
global_routing,largest_net_degree_at_the_start_of_global_routing,22,
place,placed_cells,523,
floorplanning,boundaryPins,174,
drt,dr.max_layer_used,"met4",
floorplanning,share_of_the_core_filled_by_cells_before_placement,52.5,%
timing,untimed_endpoints,1,
drt,routedWlPerCell,11.0,um
logic_synthesis,yosysChipArea,3630,um2
clock_network,cts_tree,"done",
worst_setup_path,reg2reg_to,"idx_b2[5]",
pwr,p_leak,1.61,nW
worst_setup_path,cpMostUsedCell,"sky130_fd_sc_hd__ha_1",
timing,sum_of_negative_setup_slack,0,ns
logic_synthesis,synthesis.instances,391,
clock_network,clk_root_buffer_cell,"sky130_fd_sc_hd__clkbuf_8",
run_status,run_status,"completed",
timing,maxSlewViolCount,0,
pwr,power.share.sequential,59.9,%
global_routing,initial_antenna_violation_count,0,
clock_network,cts_hold_repair.buffers,0,
pwr,share_clk_of_total_power,30.8,%
pwr,share_comb_of_total_power,9.3,%
worst_setup_path,cp-startpoint,"clock_count[0]",
drt,drt-pass1-iter-count,4,
worst_setup_path,data_required_critical_path,3.75,ns
pwr,power.density_cell_area,248,nW/um2
clock_network,cts_resized,0,
global_routing,remaining_overflow_grt,0,
clock_network,worstSkewPairLatency,0.29,ns
timing,post-route-period-util,68.0,%
drt,drt-total-wl,5870,um
place,dpl_worst_slack,1.18,ns
timing,finalWorstSetupSlack,1.18,ns
floorplanning,die_w,87.2,um
worst_setup_path,r2r_cells,9,
worst_setup_path,critical_path.startpoint_type,"flop",
logic_synthesis,async_reset_ff_share,0,%
pwr,worst_ir_drop_vdd,0.176,mV
hold_path,min_path_type,"reg2reg",
drt,dr_vias,2352,
worst_setup_path,crit_chain,"ha_1 > and3_1 > ha_1 > inv_1 > ha_1 > a21oi_1 > xnor2_1 > a21oi_1 > xnor2_1",
finish,synthToLayoutAreaGrowth,4.00,%
worst_setup_path,slowest_stage_cell_on_the_critical_path,"sky130_fd_sc_hd__dfxtp_1",
logic_synthesis,synth_flops,45,
floorplanning,dieHeight,87.2,um
global_routing,number_of_global_route_vias_before_repair,1882,
job,maxCapViolCount,0,
logic_synthesis,post_synth_num_cell_types,49,
floorplanning,fp-row-count,30,
worst_setup_path,slowest_delay,0.37,ns
timing,post-route-min-period,2.52,ns
global_routing,grt_usage,15.7,%
global_routing,wire_length_of_the_first_global_routing_pass,9090,um
floorplanning,placeableCoreArea,6910,um2
finish,drive_gt1_share,5.29,%
timing,whs,0.590,ns
finish,fillCellCount,630,
logic_synthesis,post_synth.cell_area_avg,9.27,um2
drt,avgViaCountPerCell,4.43,
logic_synthesis,ys_top_cells_by_area,"sky130_fd_sc_hd__buf_4 27%, sky130_fd_sc_hd__edfxtp_1 26%, sky130_fd_sc_hd__dfxtp_1 7.2%",
timing,final.setup_skew,0.00729,ns
logic_synthesis,top_area_share,26.7,%
timing,achievable-frequency,0.397,GHz
drt,routed_length_on_met1,2720,um
drt,first_iter_violations,80,
place,post-dp-hpwl,4470,um
worst_setup_path,cp_max_fo,12,
logic_synthesis,synth.yosys.warnings,20,
finish,final_cell_area,3770,um2
clock_network,cts_inserted_buffers,5,
logic_synthesis,netlist_top_cells_count,"129 x sky130_fd_sc_hd__buf_4, 31 x sky130_fd_sc_hd__edfxtp_1, 27 x sky130_fd_sc_hd__nor2_1",
job,tool_warnings,33,
worst_setup_path,setup.worst_path.class,"reg2reg",
worst_setup_path,cp_data_arrival_time,2.57,ns
timing,slew_headroom,43.6,%
drt,drcViolationCount,0,
pwr,switchingPower,216,uW
timing,hold_viol,0,
worst_setup_path,r2r-start,"clock_count[0]",
finish,finalCoreUtilization,54.6,%
logic_synthesis,synth.cell_area,3630,um2
logic_synthesis,yosys-stat-cells,391,
worst_setup_path,setup.worst_path.end,"idx_b2[5]",
logic_synthesis,most_common_cell_in_the_synthesized_netlist,"sky130_fd_sc_hd__buf_4",
timing,unclocked_regs,1,
place,place_area,3690,um2
clock_network,cts.repair_timing.setup_buffer_count,0,
timing,rsz0062_at_grt,"no",
logic_synthesis,netlist.top_cell.by_area,"sky130_fd_sc_hd__buf_4",
timing,worst-slew-pin-transition,0.845,ns
worst_setup_path,slack_of_the_worst_reg_to_reg_path,1.18,ns
drt,drtAntennaViolNets,0,
finish,final_cell_count_no_fill,531,
timing,timing.final.setup_violations,0,
pwr,total_power,936,uW
place,port_buffers,45,
pwr,switching_share,23.1,%
logic_synthesis,flop_cell,"sky130_fd_sc_hd__edfxtp_1",
pwr,cell_internal_pwr,720,uW
clock_network,cts-htree-levels,2,
drt,met2RoutedLength,2770,um
worst_setup_path,critical_path.endpoint_type,"flop",
kinds of logic after synthesis:
kind of cell | share of synthesized area, %
buffers and inverters | 29.0
and+or+nand+nor | 12.5
adders and majority gates | 6.56
latches | 0.414
DFF | 32.9
xor gates and xnor gates | 7.00
muxes | 1.41
other | 0.103
AOI/OAI and AO/OA | 10.2
critical path, delay by kind of cell, from the launching register on:
kind,cells,cell delay (ns)
and+or+nand+nor,1,0.21
adders and majority gates,3,0.81
DFF,1,0.37
xor gates and xnor gates,2,0.30
AOI/OAI and AO/OA,2,0.26
buffers and inverters,1,0.32
worst min path at each step:
stage	start	endpoint	slack (ns)	cells after the start
4_1_cts	clock_count[10]	clock_count[10]	0.59	2
5_1_grt	clock_count[0]	clock_count[0]	0.61	2
6_report	clock_count[10]	clock_count[10]	0.59	2
flip-flops by register name (all words and copies together), names as in the netlist:
signal       cells
done_c           1
idx_a2           6
idx_b1           6
idx_c            6
idx_a1           5
state            1
clock_count     11
we_c             1
done             1
idx_b2           6
macc_clear       1
final cells by class:
class                           instances  area [um2]  area share, %
Clock buffer                            6        72.6           1.92
Inverter                               11        41.3           1.09
Multi-Input combinational cell        323        1850           49.0
Tap cell                               96         120           3.19
Timing Repair Buffer                   48         473           12.5
Sequential cell                        45        1210           32.0
Clock inverter                          2        11.3          0.299
power by group through the flow:
| stage | combinational (mW) | clock, mW | sequential [mW] |
|---|---|---|---|
| after CTS | 0.0898 | 0.299 | 0.561 |
| final | 0.0873 | 0.288 | 0.560 |
| after global routing | 0.108 | 0.324 | 0.563 |
metal layers:
metal	track usage, %	vias to the layer above
li1	-	1168
met1	25.7	1091
met2	24.0	91
met3	2.79	2
met4	1.19	0
met5	0	-
placed cells by master, fill, tap and decap left out, types with 2 or more instances in the layout:
cell type,count
sky130_fd_sc_hd__and3_1,7
sky130_fd_sc_hd__inv_1,11
sky130_fd_sc_hd__clkbuf_8,5
sky130_fd_sc_hd__nor3_1,5
sky130_fd_sc_hd__xnor2_1,17
sky130_fd_sc_hd__buf_4,3
sky130_fd_sc_hd__nor3_2,2
sky130_fd_sc_hd__a31oi_1,2
sky130_fd_sc_hd__a21oi_1,17
sky130_fd_sc_hd__nand4_1,2
sky130_fd_sc_hd__conb_1,128
sky130_fd_sc_hd__ha_1,19
sky130_fd_sc_hd__o21a_1,2
sky130_fd_sc_hd__o31ai_1,2
sky130_fd_sc_hd__edfxtp_1,31
sky130_fd_sc_hd__nand2_1,16
sky130_fd_sc_hd__clkdlybuf4s50_1,45
sky130_fd_sc_hd__nor2_1,27
sky130_fd_sc_hd__nand3_1,13
sky130_fd_sc_hd__dfxtp_1,13
sky130_fd_sc_hd__or4_4,3
sky130_fd_sc_hd__a211oi_1,3
sky130_fd_sc_hd__a31o_2,3
sky130_fd_sc_hd__nand2b_1,3
sky130_fd_sc_hd__or3_1,2
sky130_fd_sc_hd__mux2i_1,4
sky130_fd_sc_hd__a22o_1,2
sky130_fd_sc_hd__xor2_1,12
sky130_fd_sc_hd__nor4_1,6
sky130_fd_sc_hd__o21ai_0,9
Power and IR drop assume default switching activity.
